`./design.v`:
```
`timescale 1ns/1ns
module otp_ip(
  input   wire                  CLK        ,
  input   wire                  RST        ,
  input   wire                  VPP        ,  
  input   wire                  CS         ,
  input   wire                  PROG       ,
  input   wire                  READ       ,
  input   wire  [6:0]           ADR        ,
  input   wire  [7:0]           DIN        ,
  output  wire  [7:0]           DO       
);
localparam    otp_idle0     = 4'h0;
localparam    otp_start     = 4'h1;
localparam    otp_prog      = 4'h2;
localparam    otp_end       = 4'hf;
localparam    otp_read      = 4'h3;
localparam    delay_2        = 16'h0064;
localparam    delay_1        = 16'h0032;
localparam    delay_6        = 16'h012c;
localparam    delay_200      = 16'h2710;
localparam    delay_400      = 16'h4e20;
localparam    delay_end      = 16'hdddd;
reg [15:0]count2  ;
reg       wrong ;
reg [1:0] cs_chreg   ;
reg [1:0] prog_chreg ;
reg [1:0] read_chreg ;
reg [1:0] wrong_chreg;
wire cs_pos   ;
wire prog_pos ;
wire cs_neg   ;
wire prog_neg ;
wire read_pos ;
wire read_neg ;
wire wrong_pos;
always
@(negedge RST or posedge CLK)
begin
  if(~RST)
  begin
    cs_chreg   <=  2'b00;
    prog_chreg <=  2'b00;
    read_chreg <=  2'b00;
    wrong_chreg<=  2'b00;    
  end
  else 
  begin
    cs_chreg[0]   <=CS   ;      cs_chreg[1]   <=cs_chreg[0]   ;
    prog_chreg[0] <=PROG ;      prog_chreg[1] <=prog_chreg[0] ;
    read_chreg[0] <=READ ;      read_chreg[1] <=read_chreg[0] ;
    wrong_chreg[0]<=wrong;      wrong_chreg[1]<=wrong_chreg[0];
  end
end
assign  cs_pos     = ~cs_chreg[1]   & cs_chreg[0]    ;
assign  cs_neg     = ~cs_chreg[0]   & cs_chreg[1]    ;
assign  prog_pos   = ~prog_chreg[1] & prog_chreg[0]  ;
assign  prog_neg   = ~prog_chreg[0] & prog_chreg[1]  ;
assign  read_pos   = ~read_chreg[1] & read_chreg[0]   ; 
assign  read_neg   = ~read_chreg[0] & read_chreg[1]  ; 
assign  wrong_pos  = ~wrong_chreg[1]& wrong_chreg[0] ;
reg [13:0] adr_chreg ;
wire       adr_change;
always
@(negedge RST or posedge CLK)
begin
  if(~RST)
    adr_chreg<=14'h0;
  else
  begin
    if(CS)begin adr_chreg[6:0]<=ADR; adr_chreg[13:7]<=adr_chreg[6:0]; end
  end
end
assign adr_change = (adr_chreg[6:0]!=adr_chreg[13:7]);
always
@(negedge RST or posedge  CLK )
begin
  if(~RST)
    count2 <= 16'h0;
  else if( cs_pos | prog_pos | prog_neg | read_pos | read_neg | adr_change | cs_neg )
    count2 <= 16'h0;
  else 
    count2 <= count2+1'b1;
end
reg [3:0] pstate;
reg [3:0] nstate;
wire rst1;
assign rst1 = RST & ~(count2==delay_end) & ~wrong_pos;
always
@(negedge rst1 or posedge CLK)
begin  
  if(~rst1)
    pstate <= 4'h0;
  else
    pstate <=nstate;
end
always@(*)
begin
   nstate = pstate;
   casex(pstate)
   otp_idle0: 
     begin
       case({VPP,cs_pos,wrong })
       3'b110: nstate = otp_start;
       default:;
       endcase
     end
   otp_start:if(wrong)            nstate=otp_end ;
             else if(prog_pos)    nstate=otp_prog;
             else if(read_pos)    nstate=otp_read;
   otp_prog: if(wrong || cs_neg)  nstate=otp_end ;
   otp_read: if(wrong || cs_neg)  nstate=otp_end ;
   default:;
   endcase
end
always
@(negedge rst1 or posedge CLK)
begin
  if(~rst1)
    wrong <= 1'b0;
  else
  begin
    if(adr_change & CS)     wrong <= ~(count2>=delay_1);
    else if(cs_neg)         wrong <= ~(count2>=delay_1);
    case (pstate)
    otp_start: 
        if(prog_pos || read_pos)        wrong <= ~(count2>=delay_6);     
    otp_prog:  
        if(prog_pos)        wrong <= ~(count2>=delay_1);
        else if(prog_neg)   wrong <= ~((delay_400>= count2)&&(count2>=delay_200)); 
    otp_read:   
        if(read_pos)        wrong <= ~(count2>=delay_1);
        else if(read_neg)   wrong <= ~(count2>=delay_2);    
    default: ;
    endcase
  end
end
otp_ram u_ram(
  .wrong    (wrong),
  .pclk     (PROG ),
  .rclk     (READ ),
  .cs_en    (CS   ),
  .addr     (ADR  ),
  .din      (DIN  ),
  .dout     (DO   )
);
endmodule
`timescale 1ns/1ns
module otp_ram
(
  input   wire         wrong ,
  input   wire         pclk  ,
  input   wire         rclk  ,
  input   wire         cs_en ,
  input   wire  [6:0]  addr  ,
  input   wire  [7:0]  din   ,
  output  reg   [7:0]  dout
);
reg [7:0] mem [0:127];
reg [7:0] ram_dout;
always
@(rclk)
begin
   ram_dout <= 8'h00;
   casex({cs_en,wrong,rclk})
     3'b101: ram_dout <= mem[addr];
     3'b100: ram_dout <= 8'h00;
     3'b11x: ram_dout <= 8'hff;
   default:;
   endcase
end
always  @(ram_dout) begin   dout<=ram_dout; end
always  @(posedge pclk)  if(cs_en && ~wrong) mem[addr]=din;
endmodule
```
`./run.sh`:
```
#!/bin/bash
# OpenROAD 26Q1-2900-gdf79404cd8, Yosys 0.63+post, stock flow scripts
make -C /OpenROAD-flow-scripts/flow DESIGN_CONFIG=/design/flow/config.mk WORK_HOME=/design/flow/orfs finish
```
`./config.mk`:
```
export PLATFORM = sky130hd
export DESIGN_NAME = otp_ip
export DESIGN_NICKNAME = otp_ip
export VERILOG_FILES = /design/flow/design.v
export SDC_FILE = /design/flow/constraint.sdc
export NUM_CORES = 4
export LEC_CHECK = 1
export CORE_UTILIZATION = 50
```
`./constraint.sdc`:
```
current_design otp_ip

set clk_period 21.5
set clk_io_pct 0.2

create_clock -name clk0 -period $clk_period [get_ports {CLK}]
create_clock -name clk1 -period $clk_period [get_ports {PROG}]

set non_clock_inputs [all_inputs -no_clocks]
set_input_delay [expr $clk_period * $clk_io_pct] -clock clk0 $non_clock_inputs
set_output_delay [expr $clk_period * $clk_io_pct] -clock clk0 [all_outputs]
```
==> results_slide.txt <==
Implementation Results

Outcome
  • Outcome: complete, but fails checks
  • Violated checks: negative hold slack

Die
  • Die Y: 293 µm
  • Die Size: 86,000 µm²
  • Die x size: 293 µm
  • Row cnt: 106
  • IO Count: 29
  • Fp util: 0.506
  • Core ar.: 83,800 µm²

Worst hold path
  • Hold_sp: PROG
  • Worst hold path class: clk -> reg
  • WHS Endpoint: prog_chreg[0]
  • Worst hold path depth: 2

Synth
  • Yosys warns: 2
  • Yosys chip area: 42,400 µm²
  • Top cell type by total area after synthesis: edfxtp_1
  • Yosys top cell area share: 0.725
  • Cell Type Count: 72
  • Synthesized area: 42,400 µm²
  • Post-synth ARST share: 0.0403
  • Avg Cell Area, Syn: 18.4 µm²
  • Commonest flop: edfxtp_1
  • Synthesized instance count: 2,300
  • Seq/Total Area, Yosys: 0.750
  • # Cells Yosys: 2,300
  • Synth top area cells: edfxtp_1 72%, mux4_2 8.0%, mux2i_1 2.9%
  • Number of enable flip-flop cells: 1,024
  • Synthesized registers: 1,067

Place
  • DP HPWL: 69,500 µm
  • Placer Congestion: 0.984
  • Pre-CTS setup slack: 8.47 ns
  • Port Buffers: 27

Final timing
  • Hold Fails Final Rpt: 1
  • Setup violators final: 0
  • Setup TNS: 0 ns
  • RSZ-0062 raised after global routing: false
  • Skew final: 0.00471 ns
  • Max-slew violation count: 0
  • Worst-margin pin slew: 1.10 ns
  • Relative slew margins: 0.265
  • Hold_ws: -0.0400 ns
  • Fin worst setup slack: 8.43 ns

Routing
  • DR iter-0 viols: 1,524
  • Routed wire length: 111,000 µm
  • Wire per inst: 30.7 µm
  • DR pass1 iterations: 6
  • Post-route DRC: 0
  • Post-DR vias/cell: 6.22
  • Antenna Nets Post-Route: 0
  • Antenna diode count: 0
  • Vias: 22,600

Layout
  • Fillers: 6,214
  • Fin util: 0.569
  • Share of cells above drive strength 1: 0.207
  • Syn-to-layout area delta: 12.3%

Critical path
  • Crit-path max cell delay: 0.56 ns
  • Startpoint Class: input port
  • CP Max Fanout: 74
  • Worst flop-to-flop path endpoint: u_ram.mem[27][3]
  • Arr. time, crit path: 8.77 ns
  • Data required, critical path: 17.20 ns
  • Setup crit start: ADR[1]
  • R2r worst-path depth: 6
  • Most common cell on crit path: buf_4
  • Chain of cells forming the critical path: buf_8, buf_12, buf_4, nor2b_4, buf_4, a2111oi_0, buf_4, nor2_1, a311oi_1, o31ai_1, o311ai_0, buf_4, clkdlybuf4s50_1
  • FF-to-FF setup slack: 18.81 ns
  • Nature of the critical path endpoint: output port
  • Critical path class: in -> out
  • RR Startpoint: wrong
  • Critical path's slowest cell: buf_4

Global route
  • Initial antenna violation count: 3
  • Vias in the first global route: 24,200
  • Congestion Overflow GR: 0
  • Gr usage total: 0.297
  • Largest net degree at the start of global routing: 75
  • First-pass GRT wire length: 163,000 µm

Clock network
  • Clk slew on worst S/H paths: 0.06 ns
  • CTS tree: yes
  • Postcts setup bufs: 0
  • Post-CTS Resized: 0
  • CTS hold repair buffers: 0

Run
  • Total of max-cap violations: 0
  • Log Warnings: 29

Pwr
  • Leakage: 0.0153 µW
  • PnR Total Power: 4340 µW
  • Peak VDD IR: 0.0000622 V
  • Pwr dens: 91.2 nW/µm²
## critical path, delay by kind of cell
kind            cells  cell delay [ns]
buf+inv             7             2.67
compound gates      4             1.35
simple gates        2             0.25
## worst max path at each step
stage	to	slack [ns]	cells past startpoint
4_1_cts	DO[6]	8.46	13
6_report	DO[6]	8.43	13
5_1_grt	DO[6]	8.19	13
## power breakdown
| part | internal [µW] | leakage [µW] | total [µW] | switching [µW] |
|---|---|---|---|---|
| Sequential | 2280 | 0.00974 | 2290 | 5.18 |
| Clock | 1070 | 0.00168 | 1830 | 758 |
| Combinational | 73.5 | 0.00388 | 227 | 153 |
## cell usage in the layout, fill, tap and decap left out, types with 5 or more instances in the layout
master and count:
and3_1 6, o2bb2ai_1 13, a21oi_1 55, mux4_2 151, nand3_1 24, mux2_2 75
nor4_1 7, o22ai_1 30, o21ai_0 16, o211ai_1 5, a2111oi_0 7, nor2b_1 12
nand2_1 103, clkbuf_1 27, and2_1 5, o221ai_1 30, bufinv_16 10, edfxtp_1 1024
o31ai_1 6, nor2_1 201, clkinvlp_4 5, clkinv_1 14, inv_1 7, mux2i_1 121
nor3_1 22, xor2_1 15, a211oi_1 11, buf_4 125, clkbuf_16 112, clkinv_2 16
a221oi_1 47, clkdlybuf4s50_1 15, nand2b_1 8, xnor2_1 8, a31oi_1 5, dfrtp_1 42
a22oi_1 28
## logic make-up (layout without fill, tap and decap cells)
| kind of cell | Yosys count | in the layout | synth area share |
|---|---|---|---|
| flip-flops | 1067 | 1067 | 0.750 |
| buffers and inverters | 151 | 343 | 0.0204 |
| AND-OR/OR-AND | 299 | 299 | 0.0525 |
| adder cells (fa/ha/maj) | 3 | 3 | 0.000885 |
| AND/OR/NAND/NOR | 406 | 406 | 0.0409 |
| multiplexers | 351 | 351 | 0.130 |
| XOR/XNOR | 23 | 23 | 0.00475 |
## state kept, by name, summed over array words and instances (netlist names)
| name | cells |
|---|---|
| cs_chreg | 2 |
| read_chreg | 2 |
| wrong | 1 |
| adr_chreg | 14 |
| count2 | 16 |
| wrong_chreg | 2 |
| u_ram.mem | 1024 |
| prog_chreg | 2 |
| pstate | 4 |
## per-stage QoR
| step | cell area (µm²) | cells |
|---|---|---|
| after detailed placement | 44200 | 3437 |
| final | 47700 | 3626 |
| after floorplan | 42400 | 2300 |
| after global placement | 44200 | 3437 |
| after CTS | 47700 | 3626 |
| after global routing | 47700 | 3626 |
## cells in the mapped netlist, types with 42 or more instances
cell and number:
dfrtp_1 42, nand2_1 103, buf_2 52, clkbuf_1 44
edfxtp_1 1024, a21oi_1 55, mux2_2 75, mux2i_1 121
mux4_2 151, a221oi_1 47, nor2_1 201
## metal layers
metal  global-route usage  vias up  routed length, µm
met5              0.00908        -                144
met4               0.0711        8               3450
met3                0.228      206              19700
met2                0.407     1532              50400
met1                0.403    11200              37600
li1                     -     9555                  -
## cell type report
class                   count  area (µm²)  share of cell area
flip-flops and latches   1067       31800               0.668
multi-input cells        1082        9750               0.205
clock buffers             139        2900              0.0609
well taps                1134        1420              0.0298
repair buffers            145        1160              0.0243
clock inverters            50         562              0.0118
inverters                   9        35.0            0.000735
No activity file was given, so power comes from the tool's default toggle rates.
